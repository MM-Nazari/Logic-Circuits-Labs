[flow/design.v]
`timescale 1 ns/1 ns
module tb_decoder4x16 ();
reg [3:0] in;
reg en;
wire [15:0] dout;
	decoder4x16 M2(dout , in , en);
	initial 
		begin
		en <= 1'b0;
		in <= 4'b0000;
		# 10 ;
		in <= 4'b0001;
		# 10 ;
		in <= 4'b0010;
		# 10 ;
		in <= 4'b0011;
		# 10 ;
		in <= 4'b0100;
		# 10 ;
		in <= 4'b0101;
		# 10 ;
		in <= 4'b0110;
		# 10 ;
		in <= 4'b0111;
		# 10 ;
	   in <= 4'b1000;
		# 10 ;
		in <= 4'b1001;
		# 10 ;
		in <= 4'b1010;
		# 10 ;
		in <= 4'b1011;
		# 10 ;
		in <= 4'b1100;
		# 10 ;
		in <= 4'b1101;
		# 10 ;
		in <= 4'b1110;
		# 10 ;
		in <= 4'b1111;
		# 20 ;
		en <= 1'b1;
		in <= 4'b0000;
		# 10 ;
		in <= 4'b0001;
		# 10 ;
		in <= 4'b0010;
		# 10 ;
		in <= 4'b0011;
		# 10 ;
		in <= 4'b0100;
		# 10 ;
		in <= 4'b0101;
		# 10 ;
		in <= 4'b0110;
		# 10 ;
		in <= 4'b0111;
		# 10 ;
	   in <= 4'b1000;
		# 10 ;
		in <= 4'b1001;
		# 10 ;
		in <= 4'b1010;
		# 10 ;
		in <= 4'b1011;
		# 10 ;
		in <= 4'b1100;
		# 10 ;
		in <= 4'b1101;
		# 10 ;
		in <= 4'b1110;
		# 10 ;
		in <= 4'b1111;
		# 20 ;
	end
endmodule
module tb_decoder2x4 ();
reg [1:0] in;
reg en;
wire [3:0] dout;
	decoder2x4 M1(dout , in , en);
	initial 
		begin
		en <= 1'b0;
		in <= 2'b00;
		# 10 ;
		in <= 2'b01;
		# 10 ;
		in <= 2'b10;
		# 10 ;
		in <= 2'b11;
		# 20 ;
		en <= 1'b1;
		in <= 2'b00;
		# 10 ;
		in <= 2'b01;
		# 10 ;
		in <= 2'b10;
		# 10 ;
		in <= 2'b11;
		# 20 ;		
	end
endmodule
module decoder2x4 (D , I , EN );
	input [1:0] I ;
	input EN ;
	output [3:0] D ;
	wire a1 , a2 ;
not
G1(a1 , I[0]),
G2 ( a2 , I[1]);
and
G3(D[0],a1,a2,EN),
G4(D[1] , I[0] , a2 , EN),
G5(D[2], a1 , I[1] ,EN),
G6(D[3] , I[0] , I[1] ,EN);
endmodule
module decoder4x16 ( dout , in , en);
	input [3:0] in ;
	input 		en ;
	output [15:0] dout ;
   wire  [3:0] a ;
decoder2x4 R1( a , in[3:2] , en);
decoder2x4 R2( dout[3:0] , in[1:0] , a[0]);
decoder2x4 R3(  dout[7:4], in[1:0] , a[1]);
decoder2x4 R4(  dout[11:8],in[1:0] , a[2]);
decoder2x4 R5( dout[15:12] , in[1:0], a[3]);
endmodule
[flow/constraint.sdc]
current_design decoder4x16

set clk_period 1.0
set clk_io_pct 0.2

create_clock -name clk0 -period $clk_period

set non_clock_inputs [all_inputs -no_clocks]
set_input_delay [expr $clk_period * $clk_io_pct] -clock clk0 $non_clock_inputs
set_output_delay [expr $clk_period * $clk_io_pct] -clock clk0 [all_outputs]
[flow/config.mk]
export PLATFORM = sky130hd
export DESIGN_NAME = decoder4x16
export DESIGN_NICKNAME = decoder4x16
export VERILOG_FILES = /design/flow/design.v
export SDC_FILE = /design/flow/constraint.sdc
export NUM_CORES = 4
export LEC_CHECK = 1
export CORE_AREA = 10 10 70 70
export DIE_AREA = 0 0 80 80
[flow/run.sh]
#!/bin/bash
# OpenROAD 26Q1-2900-gdf79404cd8, Yosys 0.63+post, stock flow scripts
make -C /OpenROAD-flow-scripts/flow DESIGN_CONFIG=/design/flow/config.mk WORK_HOME=/design/flow/orfs finish
==> run summary <==
run metrics: Synth Cell Area approximately 120 um2, pwr/cell area 278 nW/um2, Post-DRT Antenna Nets 0, Final Hold Violation Tally 0, hold_ws between 0.7 and 0.8 ns, die height around 80 um, crit path DAT between 1 and 1.5 ns, post-DP HPWL approximately 760 um, Worst Hold Path EP dout[13], Crit Path Max Fanout 3, unrepaired setup endpoints after global routing true, Setup Crit Path Kind in2out, Least-Margin Pin Slew approximately 0.15 ns, largest net degree at the start of global routing 5, antenna violations before repair 0, final cell count without fillers about 100, total track usage 0.0314, period utilisation layout 1.23, placed cell area approximately 400 um2, input/output buffers 21, core area 3420 um2, DR iter-0 viols 1, Pre-antenna DRT Iters 2, hold path start en, Hold WC Path Type in2out, Horiz. Die Dim 80 um, Setup WS post-layout -0.231 ns, setup violators final 11, Final Power roughly 160 uW, WL/cell just over 10 um, routed wire length 1070 um, Leak 0.000250 uW, status finished with violations, yosys stat area between 100 and 150 um2, Max-Slew Margin vs Limit 0.900, Final Slew Violations 0, Max Clock Freq just over 0.8 GHz, Ant. Diodes 0, failing checks negative setup slack, first-pass GRT wire length 1670 um, yosys stat cell total 23, GRT overflow 0, VDD IR max 0.0000424 V, Seq share, synth 0, share of cells above drive strength 1 0.965, tool warning count 34, most frequent logic cell in the layout buf_2, I/O pin total 21, dominant logic cell types in the final layout 13 x buf_2, 9 x buf_4, 7 x nor2_4, post-route core utilization 0.166, Final min period 1.23 ns, row cnt 21, FFs & Latches 0, dpl cells 92, Worst EP required around 0.8 ns, Die Area between 6000 and 7000 um2, synthesized area per cell about 5.1 um2, # clk buffers 0, kind of end point of the critical path output port, yosys warns 0, routability cong. between 0.7 and 0.8, via count a little over 300, Yosys cell types 8, Fill cells roughly 370, Vias per Instance around 2.9, FP Core Util 0.0344, Reg area 0 um2, Design Area, Final ~570 um2, max cap viols 0, Remaining DRCs 0, Mapped Cells 23, Area Overhead vs Synth 383%, hold path cells 4, number of global-route vias before repair ~310, CP Launch Type input port
-- how the worst max path moves through the flow --
stage / start / endpoint / slack, ns / cells past startpoint
finish: in[3] / dout[0] / -0.23 / 5
global route: in[3] / dout[0] / -0.28 / 5
CTS: in[2] / dout[0] / -0.25 / 5
-- cell type report --
| cell class | instances | area, um2 | area share |
|---|---|---|---|
| repair buffers | 34 | 265 | 0.467 |
| multi-input cells | 23 | 245 | 0.432 |
| well taps | 46 | 57.6 | 0.101 |
-- cells in the mapped netlist --
library cell	count	area, um2
nand2_1	1	3.75
nand2b_1	2	12.5
nand3_1	1	5.00
nand3b_1	2	15.0
nor2_1	12	45.0
nor3_1	3	15.0
nor3_2	1	10.0
or3b_4	1	11.3
-- report_power, final --
| part | total, uW | leakage [uW] | switching (uW) | internal [uW] |
|---|---|---|---|---|
| Clock | 0 | 0 | 0 | 0 |
| Sequential | 0 | 0 | 0 | 0 |
| Combinational | 158 | 0.000250 | 73.8 | 84.1 |
-- routing by layer --
metal | global-route usage | vias up | part of all wire
li1 | - | 150 | -
met1 | 0.0363 | 139 | 0.35
met2 | 0.0538 | 14 | 0.49
met3 | 0.0159 | 0 | 0.16
met4 | 0 | 0 | 0
met5 | 0 | - | 0
-- metrics by stage --
step           worst slack, ns  TNS (ns)
6_report                -0.231     -1.26
3_5_place_dp            -0.946    -12.71
2_1_floorplan            0.134         0
3_3_place_gp            -0.924    -12.56
5_1_grt                 -0.282     -1.80
4_1_cts                 -0.247     -1.19
-- critical path, cell delays in order --
cell and delay [ns]:
buf_8 0.10, or3b_4 0.41, buf_6 0.13, nor3_2 0.09
buf_2 0.11
-- timing repair --
| item | 4_1_cts | 5_1_grt |
|---|---|---|
| pin swaps | 15 | 10 |
| gates cloned | 0 | 0 |
| setup buffers | 9 | 2 |
| hold buffers | 0 | 0 |
| resized | 94 | 19 |
| hold endpoints to repair | 0 | 0 |
| setup endpoints to repair | 16 | 16 |
-- cells by family after synthesis --
family / synth area share
and+or+nand+nor: 1.00
Power and IR drop assume default switching activity.
